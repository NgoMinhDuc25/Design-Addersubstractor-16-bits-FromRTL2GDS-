File: design.v
module adderk (carryin, X, Y, S, carryout);
    parameter k = 16;
    input  [k-1:0] X, Y;
    input  carryin;
    output [k-1:0] S;
    output carryout;
    reg [k-1:0] S;
    reg carryout;
    always @(X or Y or carryin) begin
        {carryout, S} = X + Y + carryin;
    end
endmodule
module addersubtractor (A, B, Clock, Reset, Sel, AddSub, Z, Overflow);
    parameter n = 16;
    input [n-1:0] A, B;
    input Clock, Reset, Sel, AddSub;
    output [n-1:0] Z;
    output Overflow;
    reg SelR, AddSubR, Overflow;
    reg [n-1:0] Areg, Breg, Zreg;
    wire [n-1:0] G, H, M;  
    wire carryout, over_flow;
    assign H = Breg ^ {n{AddSubR}}; 
    mux2to1 multiplexer (Areg, Zreg, SelR, G);
    defparam multiplexer.k = n;
    adderk nbit_adder (AddSubR, G, H, M, carryout);
    defparam nbit_adder.k = n;
    assign over_flow = carryout & G[n-1] & H[n-1] & M[n-1];
    assign Z = Zreg;
    always @(posedge Reset or posedge Clock) begin
        if (Reset == 1'b1) begin
            Areg <= 0; 
            Breg <= 0; 
            Zreg <= 0;
            SelR <= 0; 
            AddSubR <= 0; 
            Overflow <= 0;
        end else begin
            Areg <= A; 
            Breg <= B; 
            Zreg <= M;
            SelR <= Sel; 
            AddSubR <= AddSub; 
            Overflow <= over_flow;
        end
    end
endmodule
module mux2to1 (V, W, Sel, F);
    parameter k = 16; 
    input  [k-1:0] V, W;
    input  Sel;
    output [k-1:0] F;
    reg [k-1:0] F;
    always @(V or W or Sel) begin
        if (Sel == 1'b0) 
            F = V;
        else 
            F = W;
    end
endmodule
File: run.sh
#!/bin/bash
# OpenROAD 26Q1-2900-gdf79404cd8, Yosys 0.63+post, stock flow scripts
make -C /OpenROAD-flow-scripts/flow DESIGN_CONFIG=/design/flow/config.mk WORK_HOME=/design/flow/orfs finish
File: config.mk
export PLATFORM = sky130hd
export DESIGN_NAME = addersubtractor
export DESIGN_NICKNAME = addersubtractor
export VERILOG_FILES = /design/flow/design.v
export SDC_FILE = /design/flow/constraint.sdc
export NUM_CORES = 4
export LEC_CHECK = 1
export CORE_UTILIZATION = 40
File: constraint.sdc
current_design addersubtractor

set clk_period 8.3
set clk_io_pct 0.2

create_clock -name clk0 -period $clk_period [get_ports {Clock}]

set non_clock_inputs [all_inputs -no_clocks]
set_input_delay [expr $clk_period * $clk_io_pct] -clock clk0 $non_clock_inputs
set_output_delay [expr $clk_period * $clk_io_pct] -clock clk0 [all_outputs]
==> flow_metrics.env <==
# implementation run metrics
export IMPL_fp_util_pct=41.6
export IMPL_fin_setup_tns_ps=0
export IMPL_row_count=28
export IMPL_worst_slew_pin_slew_ps=738
export IMPL_avgSynthCellArea_sq_um=12.2
export IMPL_cp_max_fo=16
export IMPL_ys_seq_share_pct=51.9
export IMPL_cts_buffers=5
export IMPL_worst_ir_drop_vdd_uv=139
export IMPL_r2r_start="SelR"
export IMPL_die_area_sq_um=6470
export IMPL_endpoint_kind="flip-flop"
export IMPL_area_growth_syn_to_layout_pct=29.2
export IMPL_port_buffers=52
export IMPL_fin_ws_ps=5390
export IMPL_htree_levels=2
export IMPL_fin_crit_sh_pct=35.0
export IMPL_dr_pass1_iters=4
export IMPL_fmax_ghz=0.344
export IMPL_start_kind="flip-flop"
export IMPL_ys_flops=51
export IMPL_synth_main_ff_cell="dfrtp_1"
export IMPL_adder_share_pct=8.44
export IMPL_ant_nets=0
export IMPL_grt_overflow=0
export IMPL_critPathKind="flip-flop to flip-flop"
export IMPL_cp_required_ps=8490
export IMPL_hold_path_class="flip-flop to flip-flop"
export IMPL_n_fill_cell=538
export IMPL_place_hpwl_mm=3.07
export IMPL_holdPathEnd="Zreg[0]"
export IMPL_max_cap_violations=0
export IMPL_synth_edff_count=0
export IMPL_dp_slack_ps=5380
export IMPL_yosys_cells=202
export IMPL_vias_per_cell=4.84
export IMPL_cts_tree="done"
export IMPL_drc=0
export IMPL_ios=53
export IMPL_gp_congestion=0.842
export IMPL_cts_hold_buffers=0
export IMPL_synth_area_sq_um=2460
export IMPL_slew_headroom_pct=50.8
export IMPL_drtIter0Drc=35
export IMPL_ys_sh_aoi_pct=11.6
export IMPL_logic_family="AND-OR/OR-AND gates"
export IMPL_coreArea_sq_um=5920
export IMPL_synth_cell_types=44
export IMPL_clk_pin_slew_ps=80
export IMPL_grt_pass1_vias=1630
export IMPL_wl_per_cell_um=12.5
export IMPL_post_cts_buffers=0
export IMPL_xor_area_share_pct=10.3
export IMPL_drt_wl_total_mm=4.19
export IMPL_clock_path_buffers=2
export IMPL_ys_area_sq_um=2460
export IMPL_hold_viol=0
export IMPL_simple_gate_share_pct=7.93
export IMPL_finalSetupViolations=0
export IMPL_grt_pass1_wl_mm=7.07
export IMPL_reg2reg_depth=8
export IMPL_whs_ps=525
export IMPL_mux_share_pct=7.37
export IMPL_r2r_end="Overflow"
export IMPL_status="complete, no violations"
export IMPL_syn_inst=202
export IMPL_postLayoutCellArea_sq_um=3180
export IMPL_track_usage_pct=14.3
export IMPL_place_area_sq_um=3060
export IMPL_warnings=25
export IMPL_min_path_cells=1
export IMPL_grt_max_degree=52
export IMPL_n_antenna_cell=0
export IMPL_cp_arrival_ps=3090
export IMPL_synthArstFlopShare_pct=100
export IMPL_r2r_slack_ps=5390
export IMPL_clk_latency_ps=300
export IMPL_cts_resized=0
export IMPL_die_w_um=80.4
export IMPL_power_density_nw_per_um2=272
export IMPL_fp_dieH_um=80.4
export IMPL_min_delay_start="Breg[0]"
export IMPL_rsz0062_at_grt="no"
export IMPL_fin_crit_ps=2910
export IMPL_vias=1623
export IMPL_clk_root_buffer_cell="clkbuf_8"
export IMPL_slew_violations=0
export IMPL_synth_warnings=3
export IMPL_cts_sinks=51
export IMPL_clock_skew_ps=8.72
export IMPL_p_leak_uw=0.00140
export IMPL_grt_antenna_before_repair=0
export IMPL_drive_above_1_share_pct=12.3
-- metal layers --
metal  vias up  track usage [%]  routed length [um]
met5         -                0                   0
met2        37             21.9                1910
met4         0             1.79                  55
met3         6             1.85                 143
li1        821                -                   -
met1       759             23.2                2090
-- state kept, by name, summed over array words and instances (netlist names) --
signal / flops
Areg: 16
AddSubR: 1
SelR: 1
Zreg: 16
Overflow: 1
Breg: 16
-- cell type report --
| class | count | area, sq um | share of cell area, % |
|---|---|---|---|
| tap | 75 | 93.8 | 2.95 |
| clock inverter | 2 | 35.0 | 1.10 |
| multi-input combinational | 138 | 1120 | 35.3 |
| timing repair buffer | 54 | 536 | 16.8 |
| clock buffer | 6 | 82.6 | 2.60 |
| sequential | 51 | 1280 | 40.1 |
| inverter | 9 | 33.8 | 1.06 |
-- cell usage after synthesis (2+ instances only) --
cell	n	area share, %
dfrtp_1	51	52
xor2_1	19	6.8
a21oi_1	15	3.1
ha_1	15	7.6
mux2_2	14	6.4
nand2_1	12	1.8
xnor2_1	10	3.6
inv_1	9	1.4
nor2_1	5	0.76
a31oi_1	4	1.0
o21ai_1	4	0.81
a21o_1	3	0.92
nand3_1	3	0.61
a211oi_1	2	0.61
and3_1	2	0.51
nand4_1	2	0.51
nand4b_1	2	0.71
nor3_1	2	0.41
o21a_1	2	0.61
or2_2	2	0.51
-- where the power goes --
part	internal (uW)	switching (uW)
Clock	97.5	76.3
Combinational	207	162
Sequential	298	23.5
-- critical path, stage by stage (launching register included) --
cell and delay, ps:
dfrtp_1 830, mux2_2 410, ha_1 350, a21oi_1 220
o21ai_1 120, a31oi_1 280, a31oi_1 130, o2111a_1 240
o211a_1 220
-- placed cells by master (no fill, tap or decap), drive strengths merged, types with 2 or more instances in the layout --
master	instances
dfrtp	51
xor2	19
nand3	3
inv	9
o21a	2
a21o	3
a21oi	16
mux2i	2
nand2	12
ha	15
nor2	5
xnor2	10
o21ai	5
or2	2
clkdlybuf4s50	52
a31oi	4
a211oi	2
mux2	14
nand4b	2
nor3	2
clkbuf	6
and3	3
buf	2
nand4	3
-- how the worst max path moves through the flow --
| stage | startpoint | to | slack, ps |
|---|---|---|---|
| global route | SelR | Overflow | 5120 |
| CTS | SelR | Overflow | 5360 |
| finish | SelR | Overflow | 5390 |
-- stage by stage --
step	total power, uW	instances	util, %
3_5_place_dp	698	327	51.7
3_3_place_gp	699	327	51.7
2_1_floorplan	556	202	-
4_1_cts	879	335	53.7
6_report	865	335	53.7
5_1_grt	935	335	53.7
-- logic make-up (layout without fill, tap and decap cells) --
| kind of cell | Yosys count | after routing |
|---|---|---|
| flops | 51 | 51 |
| compound gates | 41 | 41 |
| simple gates | 36 | 36 |
| xor+xnor | 29 | 29 |
| fa+ha+maj | 16 | 16 |
| mux | 16 | 16 |
| buf+inv | 13 | 71 |
Power is estimated from default activity; no workload was simulated.
